==> ./design.v <==
module prog1_ROM(
input wire clk,
input [7:0] pc,
output reg [8:0] instr_out
);
reg [8:0] instruction [1:30];
initial begin
instruction[1] = 9'b011000000;  
instruction[2] = 9'b100000000;  
instruction[3] = 9'b100100001; 
instruction[4] = 9'b010001111; 
instruction[5] = 9'b100100010; 
instruction[6] = 9'b010001110; 
instruction[7] = 9'b011000001;  
instruction[8] = 9'b001000101;  
instruction[9] = 9'b001000110;  
instruction[10] = 9'b001000111; 
instruction[11] = 9'b011001100; 
instruction[12] = 9'b001111011; 
instruction[13] = 9'b000011110; 
instruction[14] = 9'b011001000; 
instruction[15] = 9'b000011000; 
instruction[16] = 9'b101100100; 
instruction[17] = 9'b001110101; 
instruction[18] = 9'b001111110; 
instruction[19] = 9'b001101111; 
instruction[20] = 9'b110000000; 
instruction[21] = 9'b110010000; 
instruction[22] = 9'b110011000; 
instruction[23] = 9'b101111101; 
instruction[24] = 9'b011010001;  
instruction[25] = 9'b100100011; 
instruction[26] = 9'b010001101; 
instruction[27] = 9'b100100100; 
instruction[28] = 9'b010001110; 
instruction[29] = 9'b110111000;  
end
always @ (*)
begin
	instr_out = instruction[pc[7:0]];
end
endmodule
==> ./run.sh <==
#!/bin/bash
# OpenROAD 26Q1-2900-gdf79404cd8, Yosys 0.63+post, stock flow scripts
make -C /OpenROAD-flow-scripts/flow DESIGN_CONFIG=/design/flow/config.mk WORK_HOME=/design/flow/orfs finish
==> ./config.mk <==
export PLATFORM = sky130hd
export DESIGN_NAME = prog1_ROM
export DESIGN_NICKNAME = prog1_ROM
export VERILOG_FILES = /design/flow/design.v
export SDC_FILE = /design/flow/constraint.sdc
export NUM_CORES = 4
export LEC_CHECK = 1
export CORE_AREA = 10 10 70 70
export DIE_AREA = 0 0 80 80
==> ./constraint.sdc <==
current_design prog1_ROM

set clk_period 1.5
set clk_io_pct 0.2

create_clock -name clk0 -period $clk_period

set non_clock_inputs [all_inputs -no_clocks]
set_input_delay [expr $clk_period * $clk_io_pct] -clock clk0 $non_clock_inputs
set_output_delay [expr $clk_period * $clk_io_pct] -clock clk0 [all_outputs]
==> commit_impl_results.txt <==
Update PnR metrics after Yosys + OpenROAD run

* Final Non-Filler Cells: 157
* Share of cells above drive strength 1: roughly 61%
- The tightest min-delay check is of the in2out type.
- From synthesis to final layout, the design area changed by 127.2%.
- The power report puts the net switching power at 0.1496 mW.
- Power density cells: ~300 mW/mm^2
- Time the worst path needs with I/O delays and setup: 1.695 ns
* Required time of the critical path: between 1 and 1.5 ns
- In this run, the clock network consumes 0% of the power.
- Seq/Total Area, Yosys: 0%
- Looking at the max-slew report, the worst-margin pin has a slew of about 0.23 ns.
- FP Core Util: 14.84%
* Endpoints failing setup: 8
- Summed instance area of the synthesized netlist: approximately 500 sq um
- Across every metal layer, demand over resource in global routing totals between 6 and 7%.
* Top cells excl fill/tap: sky130_fd_sc_hd__buf_4, sky130_fd_sc_hd__buf_2, sky130_fd_sc_hd__buf_6
- The power report lists cell-internal power as 0.1943 mW.
- After detailed placement, the design holds a cell count of approximately 150.
* Drt drc: 0
- The checks that failed: setup timing.
- Die extent in x: about 80 um
- The worst VDD IR drop from the latest analysis is around 0.17 mV.
* Pin count of the biggest net entering global routing: 11
- Total cells reported by yosys after synthesis: 75
- Maximum fanout encountered on the critical timing path: 3
* Final total power: around 0.34 mW
* Average wire per cell in the routed design: roughly 15 um
- GP Congestion: around 0.83
* WL final: approximately 2.3 mm
- The gate-level netlist out of Yosys references 32 unique cell types.
- The logs give a warning total of between 40 and 50.
* IO Count: 18
* Setup crit end kind: primary output
- Per report_power, the sequential group accounts for 0% of the total.
* Max-capacitance violation count: 0
- The layout report lists the combined flip-flop and latch area as 0 sq um.
* Area of the core: around 0.0034 sq mm
- For this run, the chip area from Yosys synthesis comes to about 510 sq um.
- Most used logic cell in the final layout: sky130_fd_sc_hd__buf_4
- The synthesized instance count is approximately 75.
- The final layout contains a sequential cell count of 0.
- Unrepaired setup endpoints after global routing: yes
- In this run, the number of DRC markers left after iteration 0 of detailed routing was roughly 50.
* Total iterations of the first detailed-routing run: 4
- The flow reports that combinational logic draws ~100% of the design power.
- Crit path DAT: around 1.4 ns
- For this run, the top clock speed supported by timing is roughly 0.6 GHz.
* Number of buffers inserted by port buffering: 14
* Number of hold buffers added after cts: 0
* Wire length of the first global-routing pass: roughly 3.6 mm
- Count of endpoints failing hold in the final timing report: 0
* Worst Setup Path Type: in2out
- Net switching share of the total power: ~43%
* Die outline height: 80 um
* Static leakage: around 0.48 nW
* Total die area: around 0.0064 sq mm
* Post-Synthesis Mean Instance Area: 6.756 sq um
* Clock buffer count in the final layout: 0
- The final timing summary puts the cycle share of the worst path at 113.0%.
- The flow ran to the end, but the final reports show violations.
* Post-DP HPWL: approximately 1.3 mm
- Final max-slew violation count: 0
- Overflow left after global routing: 0
* Initial antenna violation count: 0
* Ant diodes: 0
* Total number of vias: 741
* Fillers: approximately 340
* Standard-cell rows: 21
* Kind of launch point of the worst setup path: input port
- Max transition margin: between 80% and 90%
- Post-layout worst setup margin: -0.1952 ns
- Using the TritonRoute via totals, the vias-per-cell ratio works out to about 4.7.
* Vias in the first global route: ~750
* Post-route ant nets: 0
- The warning tally printed by Yosys for this design is 1.
==> cell usage after synthesis <==
library cell	n	area, sq um
sky130_fd_sc_hd__or2_4	1	8.760
sky130_fd_sc_hd__a31oi_1	2	12.51
sky130_fd_sc_hd__or3b_1	1	8.760
sky130_fd_sc_hd__o221ai_1	2	17.52
sky130_fd_sc_hd__a21boi_0	1	7.510
sky130_fd_sc_hd__nor3b_1	1	7.510
sky130_fd_sc_hd__o211ai_1	3	22.52
sky130_fd_sc_hd__clkbuf_1	1	3.750
sky130_fd_sc_hd__buf_4	1	7.510
sky130_fd_sc_hd__inv_1	4	15.01
sky130_fd_sc_hd__o211a_1	2	20.02
sky130_fd_sc_hd__o22a_1	1	8.760
sky130_fd_sc_hd__mux2_2	1	11.26
sky130_fd_sc_hd__mux2i_1	2	20.02
sky130_fd_sc_hd__nand2b_1	2	12.51
sky130_fd_sc_hd__ha_1	6	75.07
sky130_fd_sc_hd__and3_1	1	6.260
sky130_fd_sc_hd__nand2_1	8	30.03
sky130_fd_sc_hd__nor2b_1	2	12.51
sky130_fd_sc_hd__a21oi_1	6	30.03
sky130_fd_sc_hd__nor2_1	4	15.01
sky130_fd_sc_hd__buf_2	4	20.02
sky130_fd_sc_hd__or2_1	1	6.260
sky130_fd_sc_hd__o311ai_1	1	8.760
sky130_fd_sc_hd__o21ai_0	7	35.03
sky130_fd_sc_hd__buf_6	1	11.26
sky130_fd_sc_hd__o31ai_1	1	7.510
sky130_fd_sc_hd__or2_0	1	6.260
sky130_fd_sc_hd__a211o_1	2	17.52
sky130_fd_sc_hd__a32o_1	1	10.01
sky130_fd_sc_hd__o32ai_1	1	8.760
sky130_fd_sc_hd__o21a_1	3	22.52
==> layer usage <==
metal  global-route usage (%)  vias up  share of wire [%]
li1                         -      355                  -
met1                    9.361      354                 47
met2                    11.24       32                 46
met3                   0.9091        0                6.4
met4                        0        0                  0
met5                        0        -                  0
==> what timing repair did <==
action	CTS	global route
resized	92	17
setup buffers	10	0
gates cloned	2	0
pin swaps	20	10
setup endpoints to repair	9	8
endpoints found under the hold margin	0	0
==> power by group through the flow <==
stage,Sequential (mW),Clock (mW),Combinational [mW]
CTS,0,0,0.308
finish,0,0,0.344
global route,0,0,0.369
==> path summary, 6_finish.rpt <==
| kind | startpoint | end | cells after the start |
|---|---|---|---|
| worst max-delay path | pc[1] | instr_out[7] | 7 |
| worst min-delay path | pc[2] | instr_out[4] | 4 |
==> through the flow <==
step | TNS [ns] | utilization [%] | setup slack, ns | hold slack (ns) | cell area [sq um]
4_1_cts | -0.8255 | 31.87 | -0.1594 | 1.089 | 1089
3_5_place_dp | -8.544 | 24.07 | -1.043 | 1.782 | 822.0
3_3_place_gp | -8.479 | 24.07 | -1.041 | 1.782 | 822.0
2_1_floorplan | 0 | - | 0.009027 | 0.7740 | 506.7
5_1_grt | -1.191 | 33.70 | -0.2535 | 1.128 | 1151
6_report | -0.8508 | 33.70 | -0.1952 | 1.107 | 1151
==> worst max-delay path, stage by stage <==
cell and delay, ns:
sky130_fd_sc_hd__buf_12 0.11, sky130_fd_sc_hd__buf_6 0.11, sky130_fd_sc_hd__ha_4 0.16, sky130_fd_sc_hd__or3b_1 0.34, sky130_fd_sc_hd__o211ai_1 0.10, sky130_fd_sc_hd__o311ai_1 0.13, sky130_fd_sc_hd__buf_2 0.14
==> area by class of cell <==
type	count	area (sq um)	area share [%]
inverters	4	30.03	2.609
multi-input cells	64	626.9	54.46
well taps	46	57.56	5.000
repair buffers	43	436.7	37.93
==> logic make-up after synthesis <==
logic type	share of synthesized area, %
AND-OR/OR-AND	45.19
adder cells (fa/ha/maj)	14.81
buffers and inverters	11.36
multiplexers	6.173
AND/OR/NAND/NOR	22.47
Power figures rest on the tool's default switching activity, not on a simulated workload.
