==> design.v <==
module prog3_ROM(
input wire clk,
input [7:0] pc,
output reg [8:0] instr_out
);
reg [8:0] instruction [1:18];
initial begin
instruction[1] = 9'b011001000; 
instruction[2] = 9'b100100000; 
instruction[3] = 9'b100000100; 
instruction[4] = 9'b001001010; 
instruction[5] = 9'b100000110; 
instruction[6] = 9'b001001100; 
instruction[7] = 9'b110110010; 
instruction[8] = 9'b110100010; 
instruction[9] = 9'b000010100; 
instruction[10] = 9'b101111101; 
instruction[11] = 9'b110111101; 
instruction[12] = 9'b011010000; 
instruction[13] = 9'b100111110; 
instruction[14] = 9'b100000011; 
instruction[15] = 9'b010001011; 
instruction[16] = 9'b100111111; 
instruction[17] = 9'b010001101; 
instruction[18] = 9'b110111000; 
end
always @ (*)
begin
	instr_out = instruction[pc[7:0]];
end
endmodule
==> run.sh <==
#!/bin/bash
# OpenROAD 26Q1-2900-gdf79404cd8, Yosys 0.63+post, stock flow scripts
make -C /OpenROAD-flow-scripts/flow DESIGN_CONFIG=/design/flow/config.mk WORK_HOME=/design/flow/orfs finish
==> config.mk <==
export PLATFORM = sky130hd
export DESIGN_NAME = prog3_ROM
export DESIGN_NICKNAME = prog3_ROM
export VERILOG_FILES = /design/flow/design.v
export SDC_FILE = /design/flow/constraint.sdc
export NUM_CORES = 4
export LEC_CHECK = 1
export CORE_AREA = 10 10 70 70
export DIE_AREA = 0 0 80 80
==> constraint.sdc <==
current_design prog3_ROM

set clk_period 1.5
set clk_io_pct 0.2

create_clock -name clk0 -period $clk_period

set non_clock_inputs [all_inputs -no_clocks]
set_input_delay [expr $clk_period * $clk_io_pct] -clock clk0 $non_clock_inputs
set_output_delay [expr $clk_period * $clk_io_pct] -clock clk0 [all_outputs]
==> run summary <==
yosys + openroad results -> Worst setup SP type primary input, Post-Layout Cell Count 127, Sw Share 43.13%, global-route wire length before repair 2359 µm, Max stage delay cell, worst path ha_4, cell taking the most area after synthesis ha_1, Setup crit end kind output pin, Crit path max-delay family adder cells, width of the die 80 µm, Critical Path Max Stage Delay 260 ps, metal2 WL 616 µm, RSZ-0062 raised after global routing yes, Yosys top cell area share 19.93%, CLK BUF 0, Least-Margin Pin Slew 253.6 ps, finished layout cell area 842.1 µm², Final Power 0.0002300 W, final setup violating endpoints 5, Post-Syn Area 376.6 µm², largest net degree at the start of global routing 10, Cell Type Count 25, Leak Pwr 0.3500 nW, Max rail drop VDD 0.07723 mV, Placed Area 683.2 µm², ANT cells 0, CP Class primary input to output pin, total die size 6400 µm², minimum clock period 1605 ps, WHS 1024 ps, OpenROAD warning count 43, Via density 3.740, critical path, cell by cell buf_8 > inv_4 > ha_4 > nor2_2 > mux2_4 > a221oi_2 > buf_2, WL per Instance 10.54 µm, GPL Wtd Cong 0.7865, Seq/Total Area, Yosys 0%, number of remaining DRC errors 0, CORE AREA 3416 µm², drt first-iter violations 14, via total after detailed routing 475, Metal-1 WL 638 µm, area reported by Yosys stat 376.6 µm², failing checks negative setup slack, Post-Synthesis Cells 50, layout cells sized above 1 76.54%, drt pass-1 iters 2, final worst setup slack -104.6 ps, combinational power share 100.0%, Syn Area/Cell 7.532 µm², Clk pwr share 0%, cycle use final 107.0%, register area 0 µm², flip-flops 0, status finished, violations left, final hold vios 0, PwrDens 273.1 nW/µm², met3 WL post-DR 83 µm, gr usage total 4.226%, cell count listed in synth_stat.txt 50, warnings from Yosys 1, Chip Height 80 µm, worst-path fanout max 2, hold_buf cts 0, io pins 18, pins over their slew limit 0, vias in the first global route 523, GRT Residual Overflow 0, # rows 21, uppermost routed layer met3, top cells by area ha_1 (20%), mux2i_1 (11%), a211oi_1 (6.0%), buf_6 (6.0%), nor2_1 (5.0%), Area Overhead vs Synth 123.6%, P_int 0.0001308 W, Sw Pwr 0.00009919 W, WP buf/inv 3, Data required, critical path 1200 ps, max-cap violations 0, crit path DAT 1300 ps, FP Core Util 11.03%, normalized max-slew margin 83.09%, Seq pwr share 0%, antenna violations before repair 0, placed cell count 126, Post-Route WL 1338 µm, Worst Hold Class primary input to output pin, Fmax 623.2 MHz, Antenna Violating Nets Remaining 0, port bufs 14, DP Wirelength 1036 µm
final cells by class:
cell class | count | area (µm²)
Fill cell | 370 | 2574
Multi-Input combinational cell | 41 | 480.5
Timing Repair Buffer | 35 | 280.3
Tap cell | 46 | 57.56
Inverter | 5 | 23.77
cells in the mapped netlist, types with 2 or more instances:
cell	n
a211oi_1	3
nor2_1	5
inv_1	4
mux2i_1	4
nor2b_1	2
ha_1	6
and2_1	2
nand2_1	4
o21ai_0	2
buf_6	2
o31ai_1	2
worst paths after layout:
path / startpoint / endpoint / cells after the start
min: pc[3] / instr_out[7] / 5
max: pc[0] / instr_out[8] / 7
placed cells by master (no fill, tap or decap), drive strengths merged:
master        n
clkbuf        1
o21ai         3
ha            6
mux2i         4
inv           5
a31oi         1
or3           1
nor2          5
o22ai         1
and2          2
mux2          1
a2111oi       1
nor4          1
a221oi        2
dlygate4sd2   1
nor2b         2
a31o          1
buf          33
a211oi        3
o31ai         2
nand2         4
a22o          1
per-stage QoR:
step	setup slack [ps]	TNS, ps	utilization, %
2_1_floorplan	94.59	0	-
3_3_place_gp	-983.3	-7662	20.00
3_5_place_dp	-986.2	-7655	20.00
4_1_cts	-122.1	-318.4	23.85
5_1_grt	-149.5	-560.3	24.65
6_report	-104.6	-252.9	24.65
what timing repair did:
item                       CTS  global route
setup endpoints to repair    9             9
gates resized               87             7
pin swaps                   11             7
buffers inserted             1             0
cloned                       0             0
power groups by stage:
stage	clock, W	combinational (W)	sequential (W)
finish	0	0.000230	0
global route	0	0.000252	0
CTS	0	0.000221	0
cell families after synthesis:
kind of cell    count (synthesis)  share of synthesized area [%]
fa+ha+maj                       6                          19.93
mux                             5                          14.62
compound gates                 15                          30.56
buf+inv                         9                          15.94
simple gates                   15                          18.94
per-layer routing:
| metal | GRT usage [%] | vias up |
|---|---|---|
| met2 | 7.624 | 8 |
| met4 | 0 | 0 |
| met3 | 1.023 | 0 |
| met1 | 5.211 | 223 |
| met5 | 0 | - |
| li1 | - | 244 |
No activity file was given, so power comes from the tool's default toggle rates.
